[./design.v]
module Memory_Shifter 
#(parameter MEMORY_DEPTH=8 ,DATA_WIDTH=16)
 (input    [DATA_WIDTH-1:0]    data_in_r, data_in_i,
 input      clk,
 input      rst,
 output   [DATA_WIDTH-1:0] data_out_r, data_out_i
);
    genvar i ;
wire [DATA_WIDTH-1:0] out_data_r [0:MEMORY_DEPTH-1];
wire [DATA_WIDTH-1:0] out_data_i [0:MEMORY_DEPTH-1];
    generate 
        for(i=0;i<(MEMORY_DEPTH);i=i+1)begin :for_loop
            if(i==0) begin
               delay_unit #(.DATA_WIDTH(DATA_WIDTH)) u0_r   (.clk(clk),.reset(rst), .in_data(data_in_r), .out_data(out_data_r[i]) );
               delay_unit #(.DATA_WIDTH(DATA_WIDTH)) u0_i   (.clk(clk),.reset(rst), .in_data(data_in_i), .out_data(out_data_i[i]) );
            end
            else  begin
                delay_unit #(.DATA_WIDTH(DATA_WIDTH)) u1_r  (.clk(clk),.reset(rst), .in_data(out_data_r[i-1]), .out_data(out_data_r[i]) );
                delay_unit #(.DATA_WIDTH(DATA_WIDTH)) u1_i  (.clk(clk),.reset(rst), .in_data(out_data_i[i-1]), .out_data(out_data_i[i]) );
            end
        end
    endgenerate
    assign data_out_r = out_data_r[MEMORY_DEPTH-1];
    assign data_out_i = out_data_i[MEMORY_DEPTH-1];
endmodule
module delay_unit #(parameter DATA_WIDTH=32 )
(
input clk,
input reset,
input  [DATA_WIDTH-1:0] in_data,
output reg  [DATA_WIDTH-1:0] out_data
);
always @ (posedge clk, negedge reset )begin
  if(reset!=1'b1) begin
    out_data<='b0;
  end
  else begin
    out_data= in_data;
  end
end
endmodule
[./run.sh]
#!/bin/bash
# OpenROAD 26Q1-2900-gdf79404cd8, Yosys 0.63+post, stock flow scripts
make -C /OpenROAD-flow-scripts/flow DESIGN_CONFIG=/design/flow/config.mk WORK_HOME=/design/flow/orfs finish
[./config.mk]
export PLATFORM = sky130hd
export DESIGN_NAME = Memory_Shifter
export DESIGN_NICKNAME = Memory_Shifter
export VERILOG_FILES = /design/flow/design.v
export SDC_FILE = /design/flow/constraint.sdc
export NUM_CORES = 4
export LEC_CHECK = 1
export CORE_UTILIZATION = 30
[./constraint.sdc]
current_design Memory_Shifter

set clk_period 1.0
set clk_io_pct 0.2

create_clock -name clk0 -period $clk_period [get_ports {clk}]

set non_clock_inputs [all_inputs -no_clocks]
set_input_delay [expr $clk_period * $clk_io_pct] -clock clk0 $non_clock_inputs
set_output_delay [expr $clk_period * $clk_io_pct] -clock clk0 [all_outputs]
==> results.py <==
# Physical implementation metrics
metrics = {
    "detailed_routing": {
        "ant_nets": 0,
        "first_iter_violations": 132,
        "wl_met3_um": 495,
        "drc": 0,
        "wire_per_inst_um": 11.2,
        "viasPerCell": 3.34,
        "wirelength_um": 7320,
        "drtPass1Iterations": 3,
        "num_vias": 2173,
        "wl_met1_um": 3560,
        "route.met2.wl_um": 3020,
        "top_layer_used": "met4",
        "diodes": 0,
    },
    "global_route": {
        "grt-ovfl-total": 0,
        "grt_pass1_vias": 2417,
        "grt_pass1_wl_um": 12500,
        "globalRouteTotalUtil_pct": 7.38,
        "grt_max_degree": 52,
        "grt_antenna_before_repair": 0,
    },
    "cells_and_area": {
        "layout.cells.non_filler": 651,
        "fillers": 1883,
        "comb_area_sq_um": 0,
        "drive_above_1_share_pct": 22.6,
        "finalInstanceArea_sq_um": 8210,
        "fin_util_pct": 39.2,
        "seq_area_sq_um": 6410,
        "syn2layout_area_growth_pct": 28.2,
        "logic_gates": 0,
    },
    "yosys": {
        "synthAoiAreaFrac_pct": 0,
        "ys_seq_share_pct": 100,
        "ys_cells": 256,
        "fa_ha_area_share_pct": 0,
        "ys_seq_elements": 256,
        "yosysWarnings": 2,
        "xor_share_pct": 0,
        "synth_cell_types": 1,
        "mux_share_pct": 0,
        "ys_sh_simple_pct": 0,
        "yosys_area_sq_um": 6410,
        "synthCells": 256,
        "synth_area_sq_um": 6410,
        "syn_avg_cell_area_sq_um": 25.0,
    },
    "pwr": {
        "power_density_nw_per_um2": 2480,
        "p_total_mw": 20.4,
        "peakVddDrop_uv": 999,
        "p_leak_nw": 3.71,
    },
    "critical_path": {
        "slowest_delay_ns": 0.37,
        "arrival_ns": 0.97,
        "cpMaxStageDelayCell": "dfrtp_1",
        "critical_path_peak_fanout": 1,
        "cp_num_buf_inv": 1,
        "end_kind": "output port",
        "critical_path_class": "reg2out",
        "cp_data_required_time_ns": 0.80,
        "startpoint_type": "register",
        "cp_top_family": "flip-flops",
        "crit_chain": "buf_2",
    },
    "final_timing": {
        "holdWs_ns": 0.139,
        "drv_slew": 0,
        "rsz0062_at_grt": "yes",
        "fin_skew_ns": 0.00432,
        "fmax_mhz": 853,
        "setup_viol": 32,
        "fin_crit_ns": 1.17,
        "worstMarginPinSlew_ns": 0.285,
        "fin_ws_ns": -0.172,
        "setup_tns_ns": -4.93,
        "post-route-period-util_pct": 117,
        "hold_viol_final": 0,
        "slew_headroom_pct": 81.0,
    },
    "clock_network": {
        "clk_pin_slew_ns": 0.06,
        "clock_sinks": 256,
        "numCtsBuffers": 25,
        "htreeDepth": 1,
        "root_buffer": "clkbuf_16",
        "cts_tree": "built",
        "cts_buffer_depth": 3,
        "clkLatencyLatePin_ns": 0.50,
        "post_cts_buffers": 0,
    },
    "floorplan": {
        "dieHeight_um": 148,
        "rows": 53,
        "initial_core_util_pct": 30.6,
        "die_w_um": 148,
        "io_pins": 66,
        "die_area_sq_um": 21900,
        "coreArea_sq_um": 21000,
    },
    "min_path": {
        "hp-class": "in2reg",
    },
    "placement": {
        "dp_hpwl_um": 4220,
        "placedCellCount": 605,
        "gp_congestion": 0.675,
        "dpl-instance-area_sq_um": 7540,
        "portBuffers": 65,
        "dp_slack_ns": 0.0144,
    },
    "flow_run": {
        "maxCapViolCount": 0,
        "warnings": 27,
    },
    "run_status": {
        "status": "finished, violations left",
        "violations": "setup timing",
    },
}
[worst paths after layout]
| kind | start | endpoint | slack (ns) | depth (start not counted) |
|---|---|---|---|---|
| max reg2reg | for_loop[6].genblk1.u1_i.out_data[13] | for_loop[7].genblk1.u1_i.out_data[13] | 0.50 | 0 |
| min in group asynchronous | rst | for_loop[0].genblk1.u0_r.out_data[14] | 0.17 | 2 |
| max | for_loop[7].genblk1.u1_r.out_data[13] | data_out_r[13] | -0.17 | 1 |
| min | data_in_i[3] | for_loop[0].genblk1.u0_i.out_data[3] | 0.14 | 1 |
| min reg2reg | for_loop[4].genblk1.u1_i.out_data[7] | for_loop[5].genblk1.u1_i.out_data[7] | 0.34 | 0 |
| max in group asynchronous | rst | for_loop[7].genblk1.u1_r.out_data[14] | 0.30 | 3 |
[timing repair]
item	CTS	global route
endpoints found under the hold margin	256	0
resized	96	0
setup endpoints to repair	32	32
hold buffers	1	0
[cells in the mapped netlist]
library cell | n | area share, %
dfrtp_1 | 256 | 100
[cell families after synthesis]
| kind of cell | after synthesis |
|---|---|
| DFF | 256 |
[cell usage in the layout, fill, tap and decap left out]
cell type	count
dlygate4sd3_1	1
clkbuf_8	6
buf_8	1
dfrtp_1	256
buf_12	5
inv_6	2
clkinvlp_4	4
bufinv_16	1
inv_8	1
clkdlybuf4s50_1	32
clkbuf_16	25
clkbuf_1	2
buf_4	4
clkinv_2	4
buf_2	32
[area by class of cell]
cell class / count / area share (%)
well taps: 275 / 4.19
repair buffers: 75 / 7.74
clock buffers: 33 / 8.72
flip-flops and latches: 256 / 78.0
clock inverters: 12 / 1.33
[registers in the layout (all words and copies together), names as in the netlist]
register / cells
for_loop.genblk1.u1_r.out_data: 112
for_loop.genblk1.u1_i.out_data: 112
for_loop.genblk1.u0_i.out_data: 16
for_loop.genblk1.u0_r.out_data: 16
[power breakdown]
| part | internal, mW | leakage [nW] | switching (mW) |
|---|---|---|---|
| logic | 0.207 | 0.329 | 0.227 |
| registers | 10.9 | 2.98 | 0.127 |
| clock network | 5.33 | 0.399 | 3.59 |
[layer usage]
metal / global-route usage, % / vias up
li1: - / 1002
met1: 13.1 / 1082
met2: 9.25 / 64
met3: 2.00 / 25
met4: 2.37 / 0
met5: 0 / -
Power and IR drop assume default switching activity.
