==> config.mk <==
export PLATFORM = sky130hd
export DESIGN_NAME = Butterfly
export DESIGN_NICKNAME = Butterfly
export VERILOG_FILES = /design/flow/design.v
export SDC_FILE = /design/flow/constraint.sdc
export NUM_CORES = 4
export LEC_CHECK = 1
export CORE_AREA = 10 10 111 111
export DIE_AREA = 0 0 121 121
==> constraint.sdc <==
current_design Butterfly

set clk_period 17.9
set clk_io_pct 0.2

create_clock -name clk0 -period $clk_period

set non_clock_inputs [all_inputs -no_clocks]
set_input_delay [expr $clk_period * $clk_io_pct] -clock clk0 $non_clock_inputs
set_output_delay [expr $clk_period * $clk_io_pct] -clock clk0 [all_outputs]
==> design.v <==
module Butterfly #(
    parameter   DATA_WIDTH = 16
) (
    input   wire                                          en,  
    input   wire    signed        [DATA_WIDTH-1:0]        in1_r, in1_i,
    input   wire    signed        [DATA_WIDTH-1:0]        in2_r, in2_i,
    output  wire    signed        [DATA_WIDTH-1:0]        sum_out_r, sum_out_i,
    output  wire    signed        [DATA_WIDTH-1:0]        diff_out_r, diff_out_i
);
    assign sum_out_r = en? in1_r + in2_r:'b0;
    assign sum_out_i = en? in1_i + in2_i:'b0;
    assign diff_out_r = en? in1_r - in2_r:'b0;
    assign diff_out_i = en? in1_i - in2_i:'b0;
endmodule
==> run.sh <==
#!/bin/bash
# OpenROAD 26Q1-2900-gdf79404cd8, Yosys 0.63+post, stock flow scripts
make -C /OpenROAD-flow-scripts/flow DESIGN_CONFIG=/design/flow/config.mk WORK_HOME=/design/flow/orfs finish
==> flow_summary.json <==
{
  "die_h_um": 121,
  "postCtsHoldBufs": 0,
  "hp-class": "in2out",
  "period_used_share": 0.562,
  "grt_pass1_vias": 3788,
  "tool_warnings": 64,
  "antenna_found_initial": 0,
  "yosysChipArea_sq_um": 3420,
  "drt-initial-drc-count": 192,
  "fmax_mhz": 99.4,
  "grt_pass1_wl_um": 18400,
  "worst-setup-path-type": "in2out",
  "cp_cell_sequence": "clkdlybuf4s50_1 -> inv_1 -> ha_1 -> inv_1 -> or3_1 -> o31ai_1 -> a41oi_1 -> mux2i_1 -> clkdlybuf4s50_1",
  "fp.coreArea_sq_um": 9860,
  "rsz0062_at_grt": "no",
  "synthTopCellsByCount": "76 x nor2_1, 62 x ha_1, 57 x inv_1, 42 x a21oi_1, 38 x nand2_1",
  "seq_cells": 0,
  "cp_slowest_cell": "ha_1",
  "power_density_nw_per_um2": 34.5,
  "end_kind": "primary output",
  "place_congestion": 0.951,
  "syn_area_per_cell_sq_um": 6.66,
  "ys_seq_share": 0,
  "post-route-min-period_ns": 10.06,
  "fin_area_sq_um": 4730,
  "status": "completed",
  "ir_drop_mv": 0.0141,
  "area_delta_synth_final_pct": 38.5,
  "dp_hpwl_um": 9600,
  "fp.dieArea_sq_um": 14600,
  "setup_viol": 0,
  "dr.pass1.iters": 4,
  "cp-start-kind": "input port",
  "top_area_cell": "ha_1",
  "crit_family": "buffers and inverters",
  "placed_area_sq_um": 4730,
  "post-cts-setup-buffers": 0,
  "cts_resized": 0,
  "avgViaCountPerCell": 4.99,
  "initial_utilization": 0.346,
  "top_area_frac": 0.227,
  "finalHoldViolCount": 0,
  "top_cells_by_area": "ha_1 23%, nor2_1 8.4%, inv_1 6.3%, a21oi_1 6.2%, xnor2_1 5.4%",
  "yosysMostFrequentCell": "nor2_1",
  "critPathMaxStageDelay_ns": 0.53,
  "dieWidth_um": 121,
  "yosys_cells": 513,
  "synth_cells": 513,
  "detail-route-antenna-nets": 0,
  "worstMarginPinSlew_ns": 0.617,
  "syn_area_sq_um": 3420,
  "synth_cell_types": 60,
  "fin_setup_tns_ns": 0,
  "relSlewSlack": 0.586,
  "required_ns": 14.32,
  "grt_overflow_total": 0,
  "ys_warn_count": 0,
  "vias": 3728,
  "crit_buf_inv": 4,
  "wl_per_cell_um": 15.0,
  "grt_max_degree": 27,
  "regArea_sq_um": 0,
  "clkbuf_count": 0,
  "drive_gt1_frac": 0.0309,
  "power_leakage_nw": 2.12,
  "cap_violations": 0,
  "arrival_ns": 6.48,
  "crit_fanout": 11,
  "remaining_drc_errors": 0,
  "ios": 129,
  "diodes": 0,
  "report.final.slew_viol_count": 0,
  "portBuffers": 129,
  "rows": 36,
  "grt_use_total": 0.149,
  "drt-total-wl_um": 11200
}
## cells in the final DEF, fill, tap and decap left out, drive strengths merged, types with 5 or more instances in the layout
cell           netlist  routed
mux2i               15      15
xnor2               21      21
inv                 57      57
o21ai               17      17
o211ai               5       5
nor2b               13      13
nor4                 8       8
nor2                76      76
a21oi               42      42
o31ai               12      12
o21a                 8       8
nor3                16      16
nand3                8       8
a211oi               9       9
o21bai               5       5
nand2               39      39
nand2b               9       9
clkdlybuf4s50        0     129
xor2                 9       9
ha                  62      62
a21o                 7       7
## final timing paths
path                  cells after the start       from  slack (ns)              to
worst max-delay path                      9  in2_i[10]        7.84  diff_out_i[14]
worst min-delay path                      4   in2_r[0]        8.24   diff_out_r[0]
## tightest hold or removal path, stage by stage
cell	delay [ns]
clkdlybuf4s50_1	0.50
ha_1	0.13
nor2_1	0.04
clkdlybuf4s50_1	0.40
## area by class of cell
type / count / area [sq um]
multi-input combinational: 425 / 3040
fill: 990 / 5130
tap: 133 / 166
inverter: 58 / 218
timing repair buffer: 131 / 1310
## per-stage QoR
step / hold WS (ns) / utilization / instances / worst slack (ns) / total power [mW]
2_1_floorplan: 7.28 / - / 513 / 9.08 / 0.0918
3_3_place_gp: 8.25 / 0.480 / 747 / 7.83 / 0.164
3_5_place_dp: 8.24 / 0.480 / 747 / 7.82 / 0.164
4_1_cts: 8.25 / 0.480 / 747 / 7.79 / 0.165
5_1_grt: 8.28 / 0.480 / 747 / 7.64 / 0.182
6_report: 8.24 / 0.480 / 747 / 7.84 / 0.163
## cells by family (layout without fill, tap and decap cells)
group                      count (synthesis)  in the layout  synth area share
and+or+nand+nor                          181            181             0.245
AOI/OAI and AO/OA                        133            133             0.274
buffers and inverters                     88            189             0.110
adders and majority gates                 66             66             0.251
xor gates and xnor gates                  30             30            0.0769
muxes                                     15             15            0.0440
## layer usage
layer,vias to the layer above,routed length (um),track usage,share of wire
met2,97,5420,0.267,0.48
li1,1961,-,-,-
met1,1662,4930,0.183,0.44
met4,0,102,0.0136,0.0091
met3,8,730,0.0312,0.065
met5,-,0,0,0
## report_power, final
group	internal, mW	switching [mW]	leakage [nW]
clock	0	0	0
sequential	0	0	0
combinational	0.0871	0.0763	2.12
Power is estimated from default activity; no workload was simulated.
