==> design/flow/design.v <==
module Complex_Multiplier #(
    parameter INTEGER_SIZE = 8,
                FRACT_SIZE = 8
) (
    input   wire                                clk, rst,
    input   wire    signed  [INTEGER_SIZE+FRACT_SIZE-1:0]    in1_r,in1_i,
    input   wire    signed  [INTEGER_SIZE+FRACT_SIZE-1:0]    in2_r,in2_i,
    output  wire    signed  [INTEGER_SIZE+FRACT_SIZE-1:0]    out_r,out_i
);
localparam DATA_WIDTH = INTEGER_SIZE+FRACT_SIZE ;
wire signed [2*DATA_WIDTH-1:0] prod1, prod2, prod3, prod4;
wire signed [2*DATA_WIDTH-1:0] prod1_seq, prod2_seq, prod3_seq, prod4_seq;
wire signed [DATA_WIDTH-1:0]   out_r_comb, out_i_comb;
assign out_r_comb = (prod1_seq - prod2_seq)>>FRACT_SIZE;
assign out_i_comb = (prod3_seq + prod4_seq)>>FRACT_SIZE;
Multiplier #(.DATA_WIDTH(DATA_WIDTH)) M0 (.in1(in1_r), .in2(in2_r), .out(prod1));
Multiplier #(.DATA_WIDTH(DATA_WIDTH)) M1 (.in1(in1_i), .in2(in2_i), .out(prod2));
Multiplier #(.DATA_WIDTH(DATA_WIDTH)) M2 (.in1(in1_r), .in2(in2_i), .out(prod3));
Multiplier #(.DATA_WIDTH(DATA_WIDTH)) M3 (.in1(in2_r), .in2(in1_i), .out(prod4));
delay_unit #(.DATA_WIDTH(2*DATA_WIDTH)) D1 (.clk(clk), .reset(rst), .in_data(prod1), .out_data(prod1_seq));
delay_unit #(.DATA_WIDTH(2*DATA_WIDTH)) D2 (.clk(clk), .reset(rst), .in_data(prod2), .out_data(prod2_seq));
delay_unit #(.DATA_WIDTH(2*DATA_WIDTH)) D3 (.clk(clk), .reset(rst), .in_data(prod3), .out_data(prod3_seq));
delay_unit #(.DATA_WIDTH(2*DATA_WIDTH)) D4 (.clk(clk), .reset(rst), .in_data(prod4), .out_data(prod4_seq));
delay_unit #(.DATA_WIDTH(DATA_WIDTH)) D5_r (.clk(clk), .reset(rst), .in_data(out_r_comb), .out_data(out_r));
delay_unit #(.DATA_WIDTH(DATA_WIDTH)) D5_i (.clk(clk), .reset(rst), .in_data(out_i_comb), .out_data(out_i));
endmodule
module Multiplier #(
    parameter DATA_WIDTH = 16
) (
    input wire signed [DATA_WIDTH-1:0] in1, in2,
    output wire signed [2*DATA_WIDTH-1:0] out
);
  assign out = in1*in2;
endmodule
module delay_unit #(parameter DATA_WIDTH=32 )
(
input clk,
input reset,
input  [DATA_WIDTH-1:0] in_data,
output reg  [DATA_WIDTH-1:0] out_data
);
always @ (posedge clk, negedge reset )begin
  if(reset!=1'b1) begin
    out_data<='b0;
  end
  else begin
    out_data= in_data;
  end
end
endmodule
==> design/flow/run.sh <==
#!/bin/bash
# OpenROAD 26Q1-2900-gdf79404cd8, Yosys 0.63+post, stock flow scripts
make -C /OpenROAD-flow-scripts/flow DESIGN_CONFIG=/design/flow/config.mk WORK_HOME=/design/flow/orfs finish
==> design/flow/config.mk <==
export PLATFORM = sky130hd
export DESIGN_NAME = Complex_Multiplier
export DESIGN_NICKNAME = Complex_Multiplier
export VERILOG_FILES = /design/flow/design.v
export SDC_FILE = /design/flow/constraint.sdc
export NUM_CORES = 4
export LEC_CHECK = 1
export CORE_UTILIZATION = 40
==> design/flow/constraint.sdc <==
current_design Complex_Multiplier

set clk_period 9.7
set clk_io_pct 0.2

create_clock -name clk0 -period $clk_period [get_ports {clk}]

set non_clock_inputs [all_inputs -no_clocks]
set_input_delay [expr $clk_period * $clk_io_pct] -clock clk0 $non_clock_inputs
set_output_delay [expr $clk_period * $clk_io_pct] -clock clk0 [all_outputs]
==> impl_metrics.json <==
{
  "grt_pass1_vias": 25870,
  "path_max_fanout": 17,
  "ctsResizeCount": 0,
  "layout_min_cycle_time_ps": 8065,
  "cap_viol_max_count": 0,
  "ys_cells": 3916,
  "io_buffer_count": 97,
  "cp_common_cell": "fa_1",
  "slowest_delay_ps": 1100,
  "hold_viol": 0,
  "syn_inst": 3916,
  "clockRootBuffer": "clkbuf_16",
  "synthArstFlopShare_pct": 100.0,
  "routed-via-count": 24300,
  "hp-start": "D1.out_data[18]",
  "htreeDepth": 4,
  "clock_latency_ps": 480,
  "dpl_worst_slack_ps": 1217,
  "cts_buffers": 17,
  "top_cell": "inv_1",
  "fin_cells": 5110,
  "synth_top_area_share_pct": 42.10,
  "tool_warnings": 25,
  "cp_data_required_time_ps": 10060,
  "r2r_slack_ps": 6960,
  "synth-edff-count": 0,
  "slew_headroom_pct": 35.44,
  "worstMarginPinSlew_ps": 965.3,
  "grt_antenna_before_repair": 2,
  "path_cells": "clkdlybuf4s50_1 -> buf_4 -> nand2_1 -> fa_1 -> inv_1 -> fa_1 -> fa_1 -> fa_1 -> fa_1 -> inv_1 -> fa_1 -> inv_1 -> ha_1 -> nand4_1 -> nor2_1 -> nand3_1 -> a31oi_1 -> o22ai_1 -> xnor2_1",
  "use_met2_pct": 30.01,
  "routedWlPerCell_um": 15.93,
  "coreArea_um2": 87430,
  "use_met1_pct": 31.67,
  "status": "completed",
  "dp_hpwl_mm": 67.17,
  "synth_warnings": 2,
  "ff_type": "dfrtp_1",
  "grt.overflow.total": 0,
  "finalClockPeriodUsage_pct": 83.14,
  "top_cells_by_count": "1009 x inv_1, 748 x fa_1, 468 x nand2_1",
  "hp-class": "flip-flop to flip-flop",
  "grt_util_met3_pct": 7.634,
  "die_x_um": 300.2,
  "final_max_slew_viol_count": 0,
  "synth.largest_area_cell": "fa_1",
  "syn_area_per_cell_um2": 9.082,
  "rows": 108,
  "finalSetupViolCount": 0,
  "fin_util_pct": 44.07,
  "grt_usage_pct": 20.72,
  "cts_setup_buffers": 0,
  "grt_setup_unrepaired": "false",
  "hold_buffers": 0,
  "clockBufferDepth": 2,
  "drc_errors": 0,
  "boundaryPins": 98,
  "grt_pass1_wl_mm": 137.6,
  "tns_ps": 0,
  "grt_max_degree": 53,
  "ys_ff": 128,
  "yosys_area_um2": 35570,
  "drive_above_1_share_pct": 3.390,
  "dieArea_um2": 90110,
  "critPathLaunchType": "primary input",
  "critPathBufInv": 5,
  "postRouteWirelength_mm": 81.39,
  "clock-sinks": 128,
  "floorplanUtilization_pct": 40.68,
  "crit_type": "primary input to flip-flop",
  "drtIter0Drc": 1013,
  "ant_nets": 0,
  "critPathArrivalTime_ps": 8420,
  "r2r-start": "D1.out_data[5]",
  "die_h_um": 300.2,
  "routabilityCongestion": 0.9258,
  "startpoint": "in2_i[1]",
  "avgViaCountPerCell": 4.755,
  "gr-max-usage-layer": "met1",
  "dr.pass1.iters": 5,
  "crit_family": "adder cells",
  "slowest_stage": "clkdlybuf4s50_1",
  "setup_ws_ps": 1635,
  "end_kind": "flip-flop",
  "ys_seq_share_pct": 9.006,
  "max_freq_ghz": 0.1240,
  "synthTopCellsByArea": "fa_1 42%, ha_1 12%, inv_1 11%, dfrtp_1 9.0%, and2_1 7.9%",
  "netlist_area_um2": 35570,
  "cts_tree": "yes",
  "dp.cells": 5076,
  "clock_skew_ps": 13.98,
  "clk_pin_slew_ps": 60,
  "area_delta_synth_final_pct": 8.324,
  "netlist-cell-type-count": 65
}
[routing by layer]
layer	vias to the layer above	routed length, um
met1	12080	36640
met3	59	6846
li1	11440	-
met2	718	36050
met4	2	1846
met5	-	12
[final cells by class]
type | count | area (um2)
antenna | 2 | 5.005
clock buffer | 20 | 456.7
clock inverter | 12 | 133.9
fill | 8440 | 48900
inverter | 1010 | 3791
multi-input combinational | 2608 | 27930
sequential | 128 | 3203
tap | 1155 | 1445
timing repair buffer | 175 | 1558
[worst reg2reg max path, cell delays in order, from the launching register on]
cell       delay (ps)
dfrtp_1           370
ha_1              320
a2111oi_0         390
nand2_1           110
a21oi_2           290
o41ai_1           180
a21oi_1           260
o21bai_1          170
a311o_1           390
xor2_1            150
[cell families (layout without fill, tap and decap cells)]
group	Yosys count	count (layout)	share of synthesized area (%)
xor gates and xnor gates	184	184	4.531
other	0	2	0
DFF	128	128	9.006
adders and majority gates	1084	1084	53.92
and+or+nand+nor	1109	1109	15.49
buffers and inverters	1180	1217	12.45
AOI/OAI and AO/OA	231	231	4.591
[layout by cell type (no fill, tap or decap), drive strengths merged, types with 3 or more instances in the layout]
master / n
clkinv: 4
fa: 748
a21o: 26
nor3: 23
o41ai: 6
ha: 336
nand2b: 22
dfrtp: 128
clkbuf: 20
o21a: 18
xnor2: 145
a31oi: 5
nand2: 468
a211o: 6
or3: 6
and3: 11
a2111oi: 3
clkdlybuf4s50: 96
nor2: 88
nor4: 4
a211oi: 16
o21bai: 12
nand3b: 3
buf: 79
o31ai: 5
nand4: 6
o22ai: 4
xor2: 39
or2: 3
inv: 1011
nor2b: 6
nand3: 17
clkinvlp: 5
o211ai: 8
and2: 447
a21oi: 68
o21ai: 35
[final timing paths]
path	to	cells after the start
setup / recovery	D3.out_data[22]	19
hold / removal	D5_r.out_data[10]	2
setup reg to reg	D5_r.out_data[10]	9
hold reg to reg	D5_r.out_data[10]	2
max in group asynchronous	D5_i.out_data[13]	3
min in group asynchronous	D5_r.out_data[2]	1
[flip-flops by register name, summed over array words and instances, names as in the netlist]
register / count
D5_r.out_data: 16
D1.out_data: 24
D4.out_data: 24
D5_i.out_data: 16
D3.out_data: 24
D2.out_data: 24
[through the flow]
| stage | hold slack [ps] | cell area, um2 |
|---|---|---|
| floorplan | 549.2 | 35570 |
| global placement | 591.4 | 37930 |
| detailed placement | 584.1 | 37930 |
| CTS | 604.6 | 38520 |
| global route | 643.9 | 38520 |
| finish | 608.1 | 38530 |
